[flow/design.v]
module vga_driver(
input clk,
input rst,
output reg vga_clk,
output reg hsync,  
output reg vsync,  
output reg active_pixels,  
output reg frame_done,  
output reg [9:0]xPixel,  
output reg [9:0]yPixel,  
output reg VGA_BLANK_N,	 
output reg VGA_SYNC_N		 
);
parameter HA_END = 10'd639;            
parameter HS_STA = HA_END + 16;    
parameter HS_END = HS_STA + 96;    
parameter WIDTH   = 10'd799;            
parameter VA_END = 10'd479;            
parameter VS_STA = VA_END + 10;    
parameter VS_END = VS_STA + 2;     
parameter HEIGHT = 10'd524;            
always @(*)
begin 
	hsync = ~((xPixel >= HS_STA) && (xPixel < HS_END));
	vsync = ~((yPixel >= VS_STA) && (yPixel < VS_END));
	active_pixels = (xPixel <= HA_END && yPixel <= VA_END);
	frame_done = (yPixel >= VA_END);
	VGA_BLANK_N = active_pixels;
	VGA_SYNC_N = 1'b1;
end
always @(posedge clk or negedge rst)
begin
	if (rst == 1'b0)
	begin
		vga_clk <= 1'b0;
		xPixel <= 10'd0;
		yPixel <= 10'd0;
	end
	else
	begin
		vga_clk = ~vga_clk;  
		if (vga_clk == 1'b1)
			if(xPixel == WIDTH)
			begin
				xPixel <= 10'd0;
				if(yPixel == HEIGHT)
				begin
					yPixel<=10'd0;
				end
				else
				begin
					yPixel <= yPixel+1'b1;
				end
			end
			else
			begin
				xPixel <= xPixel+1'b1;
			end
		end
end
endmodule
[flow/run.sh]
#!/bin/bash
# OpenROAD 26Q1-2900-gdf79404cd8, Yosys 0.63+post, stock flow scripts
make -C /OpenROAD-flow-scripts/flow DESIGN_CONFIG=/design/flow/config.mk WORK_HOME=/design/flow/orfs finish
[flow/config.mk]
export PLATFORM = sky130hd
export DESIGN_NAME = vga_driver
export DESIGN_NICKNAME = vga_driver
export VERILOG_FILES = /design/flow/design.v
export SDC_FILE = /design/flow/constraint.sdc
export NUM_CORES = 4
export LEC_CHECK = 1
export CORE_AREA = 10 10 87 87
export DIE_AREA = 0 0 97 97
[flow/constraint.sdc]
current_design vga_driver

set clk_period 2.9
set clk_io_pct 0.2

create_clock -name clk0 -period $clk_period [get_ports {clk}]

set non_clock_inputs [all_inputs -no_clocks]
set_input_delay [expr $clk_period * $clk_io_pct] -clock clk0 $non_clock_inputs
set_output_delay [expr $clk_period * $clk_io_pct] -clock clk0 [all_outputs]
==> qor.yml <==
grt:
  grt.overflow.total: 0
  grt_pass1_vias: 942
  grt_pass1_wl_mm: 4.84
  grt_max_degree: 22
  grt.total_usage_pct: 5.94
  antenna_found_initial: 0
final_timing:
  setup_viol: 0
  fin_setup_tns_ns: 0
  rsz0062_at_grt: "no"
  fmax_mhz: 383
  finalHoldViolCount: 0
  finalHoldWorstSlack_ns: 0.532
  relSlewSlack_pct: 63.9
  finClkSkew_ns: 0.00176
  finalWorstSetupSlack_ns: 0.290
  finalMaxSlewViolations: 0
  fin_crit_sh_pct: 90.0
  worstMarginPinSlew_ns: 0.534
  min_period_ns: 2.61
clock_tree:
  htreeDepth: 1
  cts_tree: "built"
  path_clk_slew_ns: 0.07
  post-cts-setup-buffers: 0
  clk_path_buf_depth: 2
  cts_buffers: 3
  cts.sinks: 21
  clock_latency_ns: 0.26
  cts_resized: 0
  root_buffer: "clkbuf_8"
  ctsHoldBuffers: 0
power:
  power.density_mw_per_mm2: 305
  ir_worst_vdd_mv: 0.136
  p_leak_nw: 0.663
route:
  antenna_left: 0
  maxUsedRoutingLayer: "met4"
  first_pass_iters: 4
  met2WireLength_mm: 1.40
  route.met3.wl_microns: 148
  n_antenna_cell: 0
  drc: 0
  drt-met1-wl_mm: 1.33
  wl_mm: 2.92
  vias: 984
  via_per_inst: 4.33
  drt_iter0_markers: 63
  wl_per_cell_microns: 12.9
setup_path:
  critPathCaptureType: "output port"
  reg2regPathDepth: 6
  path_max_fanout: 8
  path_class: "flip-flop to output port"
  cp-start-kind: "flip-flop"
  cp.arrival_ns: 2.03
  cp.required_ns: 2.32
placed_design:
  placedCellCount: 223
  portBuffers: 27
  hpwl_mm: 2.18
  detailedPlace.worstSlack_ns: 0.555
  place_congestion: 0.834
yosys:
  postSynthSeqShare_pct: 43.0
  yosysWarnings: 1
  yosysChipArea_sq_mm: 0.00122
  logic_family: "simple AND/OR/NAND/NOR gates"
  ys_sh_mux_pct: 1.74
  ys_cells: 128
  syn-cell-area_sq_mm: 0.00122
  synth_area_per_cell_sq_um: 9.54
  synth.distinct_cells: 38
  simple_gate_share_pct: 26.8
  synthCells: 128
  ys_ff: 21
  ys_sh_xor_pct: 6.45
  synthAoiAreaFrac_pct: 12.8
  fa_ha_area_share_pct: 4.10
flow_run:
  warnings: 27
  cap_violations: 0
finish:
  num-fill-cells: 575
  layout-drive-gt1-share_pct: 7.74
  seq_area_sq_um: 526
  finish.utilization_pct: 28.5
  comb_area_sq_um: 638
  finalNonFillerCells: 227
  area_delta_synth_final_pct: 31.6
floorplan:
  die_height_microns: 97
  core_sq_mm: 0.00564
  die_w_microns: 97
  row_count: 27
  fp_util_pct: 21.6
  die_area_sq_mm: 0.00941
  ios: 29
worst_hold_path:
  hold_path.class: "flip-flop to flip-flop"
  worstHoldPathCells: 1
run_status:
  outcome: "finished, final reports clean"
## worst max-delay path: stages (launching register included)
cell and delay [ns]:
dfrtp_1 0.45, ha_1 0.27, nor4b_1 0.23, o21ai_0 0.11, or3_1 0.31, clkdlybuf4s50_1 0.41
## where the power goes
part	internal, mW	total [mW]	switching, mW
Combinational	0.00206	0.00782	0.00576
Clock	0.0978	0.190	0.0921
Sequential	0.293	0.293	0
## routing by layer
layer	track usage (%)	vias up
met5	0	-
met4	1.35	0
met3	1.22	2
met2	9.15	18
li1	-	511
met1	8.32	453
## state kept, by name, indices dropped and copies added (netlist names)
register and flops:
xPixel 10, yPixel 10, vga_clk 1
## logic make-up after synthesis
family                     after synthesis
and+or+nand+nor                         53
AOI/OAI and AO/OA                       26
DFF                                     21
buffers and inverters                   12
xor gates and xnor gates                 9
adders and majority gates                4
muxes                                    2
other                                    1
## area by class of cell
cell class	count	area share, %
Multi-Input combinational cell	95	39.7
Sequential cell	21	32.7
Timing Repair Buffer	29	17.8
Tap cell	72	5.61
Clock buffer	4	2.80
Inverter	6	1.40
## placed cells by master, fill, tap and decap left out, types with 2 or more instances in the layout
master and instances:
ha_1 4, nand3_1 8, and2_2 2, o21ai_0 11
clkdlybuf4s50_1 27, nand4_1 3, xor2_1 5, dfrtp_1 21
xnor2_1 4, a21o_1 2, nor3_1 3, a21oi_1 4
a31oi_1 3, and2_1 3, nand2_1 11, o211ai_1 2
a311oi_1 2, or3_1 2, inv_1 6, and3b_1 2
nor2_1 7, buf_4 2, and3_1 3, clkbuf_8 3
## synthesized netlist by cell type, drive strengths merged
cell	number	share of area [%]
ha	4	4.1
nand2	11	3.4
nand3	8	3.3
xor2	5	3.6
or3	2	1.0
nor2b	1	0.51
clkbuf	1	0.41
nor4b	2	2.7
o211ai	2	1.2
o31ai	1	0.61
a31oi	3	1.5
inv	6	1.8
mux2i	1	0.82
buf	5	2.5
and4	1	0.82
and2	5	2.8
and3	4	2.2
nor4bb	1	0.82
nand4	4	3.3
nor2	7	2.2
and3b	2	1.4
xnor2	4	2.9
or4	1	0.61
nand4b	1	0.72
a21o	2	1.2
nor3	3	1.2
a21oi	4	1.6
o21bai	1	0.61
o21ai	11	4.5
dfrtp	21	43
a311oi	2	1.4
mux2	1	0.92
conb	1	0.31
## path summary, 6_finish.rpt
path                                       start                     to  slack, ns
hold / removal             xPixel[4]$_DFFE_PN0N_  xPixel[4]$_DFFE_PN0N_       0.53
setup / recovery           yPixel[0]$_DFFE_PN0P_                  vsync       0.29
max in group asynchronous                    rst  yPixel[5]$_DFFE_PN0P_       2.02
hold reg to reg            xPixel[4]$_DFFE_PN0N_  xPixel[4]$_DFFE_PN0N_       0.53
setup reg to reg           yPixel[0]$_DFFE_PN0P_  yPixel[8]$_DFFE_PN0P_       0.95
min in group asynchronous                    rst  xPixel[1]$_DFFE_PN0N_       0.66
## through the flow
stage / area (sq um) / total power, mW
after floorplan: 1220 / 0.299
final: 1610 / 0.490
after CTS: 1610 / 0.498
after global routing: 1610 / 0.511
after detailed placement: 1560 / 0.307
after global placement: 1560 / 0.307
No activity file was given, so power comes from the tool's default toggle rates.
